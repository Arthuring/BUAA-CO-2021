==> design/flow/design.v <==
`timescale 1ns / 1ps
`timescale 1ns / 1ps
module MUX_b1_32(
	input [31:0] I0,
	input [31:0] I1,
	input Op,
	output [31:0] Out
    );
assign Out = (Op == 0) ? I0 : I1;
endmodule
module MUX_b2_32(
	input [31:0] I0,
	input [31:0] I1,
	input [31:0] I2,
	input [31:0] I3,
	input [1:0] Op,
	output [31:0] Out
);
	assign Out = (Op == 2'b00) ? I0 :
					(Op == 2'b01) ? I1 :
					(Op == 2'b10) ? I2:
					(Op == 2'b11) ? I3 :
					32'b0;
endmodule 
module MUX_b2_5(
	input [4:0] I0,
	input [4:0] I1,
	input [4:0] I2,
	input [4:0] I3,
	input [1:0] Op,
	output [4:0] Out
);
	assign Out = (Op == 2'b00) ? I0 :
					(Op == 2'b01) ? I1 :
					(Op == 2'b10) ? I2:
					(Op == 2'b11) ? I3 :
					5'b0;
endmodule 
==> design/flow/run.sh <==
#!/bin/bash
# OpenROAD 26Q1-2900-gdf79404cd8, Yosys 0.63+post, stock flow scripts
make -C /OpenROAD-flow-scripts/flow DESIGN_CONFIG=/design/flow/config.mk WORK_HOME=/design/flow/orfs finish
==> design/flow/config.mk <==
export PLATFORM = sky130hd
export DESIGN_NAME = MUX_b1_32
export DESIGN_NICKNAME = MUX_b1_32
export VERILOG_FILES = /design/flow/design.v
export SDC_FILE = /design/flow/constraint.sdc
export NUM_CORES = 4
export LEC_CHECK = 1
export CORE_AREA = 10 10 71 71
export DIE_AREA = 0 0 81 81
export SYNTH_HDL_FRONTEND = slang
==> design/flow/constraint.sdc <==
current_design MUX_b1_32

set clk_period 1.0
set clk_io_pct 0.2

create_clock -name clk0 -period $clk_period

set non_clock_inputs [all_inputs -no_clocks]
set_input_delay [expr $clk_period * $clk_io_pct] -clock clk0 $non_clock_inputs
set_output_delay [expr $clk_period * $clk_io_pct] -clock clk0 [all_outputs]
==> flow_summary.ini <==
; physical design summary
[worst_setup_path]
required_ns = 0.80
start_kind = input pin
end_kind = output port
worstPathArrival_ns = 0.89
crit_path_max_fanout = 8
criticalPathCategory = input pin to output port

[finish]
nClkBuffers = 0
layout-drive-gt1-share = 0.529
flop-count = 0
layout.cells.non_filler = 184
syn_to_final_growth_pct = 193
seq_area_sq_um = 0

[die]
fp-utilization = 0.150
die_h_microns = 81
core_area_sq_um = 3630
io_pins = 97
num_rows = 22
die_area_sq_um = 6560
die_w_microns = 81

[sta]
rsz0062_at_grt = yes
slew_viol_final = 0
hold_viol = 0
relSlewSlack = 0.926
worst_pin_slew_ns = 0.110
setup_viol = 31
fmax_mhz = 917
setup_tns_ns = -2.61
fin_ws_ns = -0.0908
period_needed_ns = 1.09
holdWs_ns = 0.770
fin_crit_sh = 1.09

[power_and_ir_drop]
intPower_uw = 490
irDropWorstVdd_mv = 0.170
power_frac_clock = 0
seqPwrFrac = 0
p_leak_uw = 0.000860
switching_power_uw = 142
power_uw = 632
powerDensity_nw_per_um2 = 397
switching_share = 0.225
power_frac_comb = 1.000

[flow_run]
tool_warnings = 34
max-cap-violations = 0

[routing]
wl_per_cell_microns = 16.0
antennaDiodeCount = 0
drc = 0
avgViaCountPerCell = 3.84
drt_pre_antenna_iters = 2
ant_nets = 0
vias = 706
initialDrtViolationCount = 7
drt-total-wl_mm = 2.95

[global_routing]
first_global_vias = 787
antenna_found_initial = 0
grt_max_degree = 9
grt_pass1_wl_mm = 4.18
grtUsageTotal = 0.0808
grt_overflow = 0

[logic_synthesis]
common_cells = mux2_4, buf_12, mux2_2
top_area_frac = 0.828
syn_area_per_cell_sq_um = 15.1
yosysWarnings = 0
ys_top_cells_by_area = mux2_4, buf_12, mux2_2
synth.most_common_cell = mux2_4
syn-cell-area_sq_um = 544
ys_cells = 36
synth_cell_types = 4
yosysSeqAreaShare = 0
yosysChipArea_sq_um = 544
syn_inst = 36
top_area_cell = mux2_4

[clocking]
postCtsSetupRepairBufs = 0
holdBufCountCts = 0

[placement]
hpwlAfterDp_mm = 2.53
pre_cts_slack_ns = -0.519
dp.cells = 180
io_buffers = 97
place.gp.congestion = 0.809

[min_path]
min_delay_path_depth = 3
whs_endpoint = Out[29]
hold_path.class = input pin to output port
worstHoldStart = I1[29]

[run_status]
violations = negative setup slack
status = complete, but fails checks
## timing repair
action                                  CTS  global route
endpoints found under the setup margin   32            32
cloned                                    4             0
gates resized                           185            11
## layout make-up
| type | count | area [sq um] |
|---|---|---|
| Fill cell | 369 | 2040 |
| Timing Repair Buffer | 104 | 1050 |
| Multi-Input combinational cell | 32 | 480 |
| Tap cell | 48 | 60.1 |
## metal layers
metal,part of all wire,track usage,vias up
li1,-,-,341
met1,0.38,0.0948,315
met2,0.51,0.144,50
met3,0.12,0.0323,0
met4,0,0,0
met5,0,0,-
## cells in the final DEF (no fill, tap or decap), drive strengths merged
| master | instances |
|---|---|
| dlygate4sd2 | 62 |
| buf | 40 |
| mux2 | 32 |
| clkdlybuf4s15 | 2 |
## cell families (layout without fill, tap and decap cells)
kind of cell	after synthesis	in the layout	synth area share
muxes	32	32	0.869
buffers and inverters	4	104	0.131
## how the worst max path moves through the flow
stage / start / endpoint / slack [ns] / cells past startpoint
6_report: Op / Out[25] / -0.09 / 4
5_1_grt: Op / Out[10] / -0.11 / 4
4_1_cts: Op / Out[25] / -0.1 / 4
## power by group through the flow
stage	registers, uW	clock network [uW]	logic (uW)
4_1_cts	0	0	604
5_1_grt	0	0	676
6_report	0	0	632
## worst max-delay path, cell delays in order
cell,delay [ns]
buf_16,0.14
buf_16,0.14
mux2_4,0.30
buf_6,0.11
## metrics by stage
step,utilization,instance area [sq um]
2_1_floorplan,-,544
3_3_place_gp,0.426,1550
3_5_place_dp,0.426,1550
4_1_cts,0.421,1530
5_1_grt,0.438,1590
6_report,0.438,1590
Power figures rest on the tool's default switching activity, not on a simulated workload.
